==> design/flow/design.v <==
module rom # (
  parameter INSTRS_WIDTH = 32,
  parameter ADDR_WIDTH = 8,
  parameter ROM_SIZE = 32
) (
  input    [ADDR_WIDTH-1:0] pc,
  output [INSTRS_WIDTH-1:0] instr
);
reg [INSTRS_WIDTH-1:0] mem [0:ROM_SIZE-1];
assign instr = mem[pc];
localparam op_halt    = 8'h00;
localparam op_wait    = 8'h11;
localparam op_fill    = 8'h12;
localparam op_release = 8'h13;
localparam op_forward = 8'h14;
localparam op_reverse = 8'h15;
localparam op_set     = 8'h21;
localparam op_dec     = 8'h22;
localparam op_j       = 8'h30;
localparam op_jz      = 8'h31;
localparam op_jnz     = 8'h32;
integer i;
initial begin
  for (i = 0; i < 64; i++)
    mem[i] = 32'h0000;
  mem[02] = {16'd0001, 8'd02, op_set};
  mem[03] = {16'd0100, 8'd00, op_fill};
  mem[04] = {16'd0050, 8'd00, op_wait};
  mem[05] = {16'd0005, 8'd00, op_set};
  mem[06] = {16'd0020, 8'd00, op_forward};
  mem[07] = {16'd0010, 8'd00, op_wait};
  mem[08] = {16'd0020, 8'd00, op_reverse};
  mem[09] = {16'd0010, 8'd00, op_wait};
  mem[10] = {16'd0000, 8'd00, op_dec};
  mem[11] = {16'd0006, 8'd00, op_jnz};
  mem[12] = {16'd0100, 8'd00, op_release};
  mem[13] = {16'd0002, 8'd02, op_set};
  mem[14] = {16'd0003, 8'd00, op_set};
  mem[15] = {16'd0100, 8'd00, op_fill};
  mem[16] = {16'd0005, 8'd01, op_set};
  mem[17] = {16'd0020, 8'd00, op_forward};
  mem[18] = {16'd0010, 8'd00, op_wait};
  mem[19] = {16'd0020, 8'd00, op_reverse};
  mem[20] = {16'd0010, 8'd00, op_wait};
  mem[21] = {16'd0000, 8'd01, op_dec};
  mem[22] = {16'd0017, 8'd01, op_jnz};
  mem[23] = {16'd0100, 8'd00, op_release};
  mem[24] = {16'd0000, 8'd00, op_dec};
  mem[25] = {16'd0015, 8'd00, op_jnz};
  mem[26] = {16'd0003, 8'd02, op_set};
  mem[27] = {16'd0200, 8'd00, op_forward};
  mem[28] = {16'd0004, 8'd02, op_set};
end
endmodule
==> design/flow/run.sh <==
#!/bin/bash
# OpenROAD 26Q1-2900-gdf79404cd8, Yosys 0.63+post, stock flow scripts
make -C /OpenROAD-flow-scripts/flow DESIGN_CONFIG=/design/flow/config.mk WORK_HOME=/design/flow/orfs finish
==> design/flow/config.mk <==
export PLATFORM = sky130hd
export DESIGN_NAME = rom
export DESIGN_NICKNAME = rom
export VERILOG_FILES = /design/flow/design.v
export SDC_FILE = /design/flow/constraint.sdc
export NUM_CORES = 4
export LEC_CHECK = 1
export CORE_AREA = 10 10 70 70
export DIE_AREA = 0 0 80 80
==> design/flow/constraint.sdc <==
current_design rom

set clk_period 2.0
set clk_io_pct 0.2

create_clock -name clk0 -period $clk_period

set non_clock_inputs [all_inputs -no_clocks]
set_input_delay [expr $clk_period * $clk_io_pct] -clock clk0 $non_clock_inputs
set_output_delay [expr $clk_period * $clk_io_pct] -clock clk0 [all_outputs]
==> flow_summary.yaml <==
# synthesis and place-and-route metrics
finish:
  fillers: 296
  share_of_final_layout_standard_cells_stronger_than_drive_strength_1_pct: 55.0
  footprint_of_the_flip_flops_and_latches_um2: 0
  clockBufferCount: 0
  final_design_area_no_fill_mm2: 0.00171
  fin_cells: 235
  end_of_flow_core_utilization_pct: 50.0
  nFlopsAndLatches: 0
  flow.area_growth_from_synthesis_pct: 99.6
synth:
  ys_sh_mux_pct: 7.60
  ys_seq_share_pct: 0
  ys.warnings.count: 1
  post_synth_ao_oa_area_fraction_pct: 31.7
  yosys_cells: 127
  synthDistinctLibCells: 40
  synth_xor_xnor_area_share_pct: 0
  yosys.area.top_type_share_pct: 14.9
  top_logic_kind: "AND-OR/OR-AND gates"
  simple_gate_area_share_pct: 23.4
  yosys-stat-area_um2: 856
  yosysMostFrequentCell: "sky130_fd_sc_hd__buf_4"
  postSynthAreaPerCell_um2: 6.74
  synthesis.instances: 127
  cell_area_after_synthesis_um2: 856
  topCellsByArea: "sky130_fd_sc_hd__buf_4, sky130_fd_sc_hd__ha_1, sky130_fd_sc_hd__o21ai_0"
  post-synth-top-area-cell: "sky130_fd_sc_hd__buf_4"
  synth.top_cells.by_count: "sky130_fd_sc_hd__buf_4, sky130_fd_sc_hd__nand2_1, sky130_fd_sc_hd__o21ai_0"
  adder_share_pct: 11.7
placed_design:
  placement.io_buffers: 20
  detailed_place.area_mm2: 0.00120
  post-place-ws_ps: -751
  hpwl_mm: 2.13
  placed_cells_incl_taps: 209
  weighted_congestion_at_the_end_of_routability_driven_global_placement: 0.919
floorplan:
  top_level_ports: 40
  die.size.y_um: 80
  fp.coreArea_mm2: 0.00342
  die-area_mm2: 0.00640
  number_of_rows_created_at_floorplan: 21
  init_core_util_pct: 25.1
  die_x_um: 80
final_timing:
  postLayoutSetupSlackWorst_ps: 8.51
  grt_setup_unrepaired: "true"
  report.final.setup_viol: 0
  finalMaxSlewViolations: 0
  max_clock_freq_mhz: 502
  min_period_over_period_pct: 99.6
  worst_hold_margin_ps: 1260
  report.final.hold_viol_count: 0
  post-route-min-period_ps: 1990
detailed_routing:
  final_antenna_net_count: 0
  drt-initial-drc-count: 64
  drtPass1Iterations: 4
  detail_route.antenna_diodes: 0
  detailroute.via_count: 1146
  residual_drc_count: 0
  routedWlPerCell_um: 15.8
  route.final.wire_length_mm: 3.71
  via_per_inst: 4.88
run:
  max_cap_violations: 0
  log.warning_count: 44
global_route:
  wire_length_of_the_first_global_routing_pass_mm: 5.80
  grt_max_degree: 18
  grt_antenna_before_repair: 0
  globalRouteTotalUtil_pct: 10.8
  first_global_vias: 1191
  grt_remaining_overflow: 0
setup_path:
  path_max_fanout: 5
  startpoint_type: "input port"
  worstPathArrival_ps: 1590
  required_ps: 1600
  setup.worst_path.end_class: "output pin"
  worstSetupPathType: "in -> out"
min_path:
  hold_end: "instr[16]"
  min_from: "pc[2]"
  holdPathStages: 4
  min_path_type: "in -> out"
pwr:
  leakagePower_nw: 0.800
  power.density_cell_area_mw_per_mm2: 221
  worst_ir_drop_vdd_mv: 0.128
run_status:
  status: "completed"
[worst max-delay path: stages]
cell and delay [ps]:
sky130_fd_sc_hd__buf_8 100, sky130_fd_sc_hd__buf_6 130, sky130_fd_sc_hd__ha_4 150, sky130_fd_sc_hd__mux2_2 250, sky130_fd_sc_hd__mux4_2 450, sky130_fd_sc_hd__clkbuf_2 110
[stage by stage]
stage / total power [W] / setup TNS (ps)
6_report: 0.000377 / 0
5_1_grt: 0.000408 / -186
4_1_cts: 0.000339 / -252
3_5_place_dp: 0.000251 / -10030
3_3_place_gp: 0.000253 / -9930
2_1_floorplan: 0.000142 / 0
[logic make-up (layout without fill, tap and decap cells)]
| group | after synthesis | count (layout) |
|---|---|---|
| and+or+nand+nor | 40 | 40 |
| other | 1 | 17 |
| AOI/OAI and AO/OA | 40 | 40 |
| muxes | 5 | 5 |
| buffers and inverters | 33 | 79 |
| adders and majority gates | 8 | 8 |
[worst max-delay path by stage]
stage	from	end	slack (ps)	cells past startpoint
6_report	pc[1]	instr[1]	9	6
4_1_cts	pc[0]	instr[19]	-110	8
5_1_grt	pc[1]	instr[18]	-70	10
[layer usage]
| metal | track usage (%) | up-vias | wire (um) |
|---|---|---|---|
| met3 | 1.02 | 6 | 208 |
| met5 | 0 | - | 0 |
| li1 | - | 546 | - |
| met1 | 14.5 | 543 | 1610 |
| met4 | 1.76 | 0 | 70 |
| met2 | 18.4 | 51 | 1820 |
[power breakdown]
| part | switching (W) | leakage (nW) | total [W] | internal (W) |
|---|---|---|---|---|
| registers | 0 | 0 | 0 | 0 |
| clock network | 0 | 0 | 0 | 0 |
| logic | 0.000165 | 0.800 | 0.000377 | 0.000212 |
| total | 0.000165 | 0.800 | 0.000377 | 0.000212 |
[placed cells by master (no fill, tap or decap), types with 5 or more instances in the layout]
master and instances:
sky130_fd_sc_hd__buf_4 32, sky130_fd_sc_hd__a21oi_1 6, sky130_fd_sc_hd__conb_1 17, sky130_fd_sc_hd__ha_4 8
sky130_fd_sc_hd__nand2_1 10, sky130_fd_sc_hd__o21ai_1 9, sky130_fd_sc_hd__dlygate4sd2_1 6, sky130_fd_sc_hd__buf_6 17
sky130_fd_sc_hd__nor2_1 5
[final cells by class]
| cell class | count | area (um2) | share of cell area (%) |
|---|---|---|---|
| multi-input combinational | 110 | 933 | 54.7 |
| timing repair buffer | 72 | 678 | 39.7 |
| tap | 46 | 57.6 | 3.37 |
| inverter | 7 | 38.8 | 2.27 |
[what timing repair did]
action,4_1_cts,5_1_grt
gates cloned,1,0
hold buffers,0,0
pin swaps,20,21
setup buffers,21,6
hold endpoints to repair,0,0
endpoints found under the setup margin,15,12
resized,105,30
Power is estimated from default activity; no workload was simulated.
