`flow/config.mk`:
```
export PLATFORM = sky130hd
export DESIGN_NAME = timer
export DESIGN_NICKNAME = timer
export VERILOG_FILES = /design/flow/design.v
export SDC_FILE = /design/flow/constraint.sdc
export NUM_CORES = 4
export LEC_CHECK = 1
export CORE_AREA = 10 10 101 101
export DIE_AREA = 0 0 111 111
```
`flow/constraint.sdc`:
```
current_design timer

set clk_period 7.2
set clk_io_pct 0.2

create_clock -name clk0 -period $clk_period [get_ports {clk}]

set non_clock_inputs [all_inputs -no_clocks]
set_input_delay [expr $clk_period * $clk_io_pct] -clock clk0 $non_clock_inputs
set_output_delay [expr $clk_period * $clk_io_pct] -clock clk0 [all_outputs]
```
`flow/design.v`:
```
module dfflrs # (
  parameter DW = 32
) (
  input               lden, 
  input      [DW-1:0] dnxt,
  output     [DW-1:0] qout,
  input               clk,
  input               rst_n
);
reg [DW-1:0] qout_r;
always @(posedge clk or negedge rst_n)
begin : DFFLRS_PROC
  if (rst_n == 1'b0)
    qout_r <= {DW{1'b1}};
  else if (lden == 1'b1)
    qout_r <= dnxt;
end
assign qout = qout_r;
endmodule
module dfflr # (
  parameter DW = 32
) (
  input               lden, 
  input      [DW-1:0] dnxt,
  output     [DW-1:0] qout,
  input               clk,
  input               rst_n
);
reg [DW-1:0] qout_r;
always @(posedge clk or negedge rst_n)
begin : DFFLR_PROC
  if (rst_n == 1'b0)
    qout_r <= {DW{1'b0}};
  else if (lden == 1'b1)
    qout_r <= #1 dnxt;
end
assign qout = qout_r;
endmodule
module dffl # (
  parameter DW = 32
) (
  input               lden, 
  input      [DW-1:0] dnxt,
  output     [DW-1:0] qout,
  input               clk 
);
reg [DW-1:0] qout_r;
always @(posedge clk)
begin : DFFL_PROC
  if (lden == 1'b1)
    qout_r <= #1 dnxt;
end
assign qout = qout_r;
endmodule
module dffrs # (
  parameter DW = 32
) (
  input      [DW-1:0] dnxt,
  output     [DW-1:0] qout,
  input               clk,
  input               rst_n
);
reg [DW-1:0] qout_r;
always @(posedge clk or negedge rst_n)
begin : DFFRS_PROC
  if (rst_n == 1'b0)
    qout_r <= {DW{1'b1}};
  else                  
    qout_r <= dnxt;
end
assign qout = qout_r;
endmodule
module dffr # (
  parameter DW = 32
) (
  input      [DW-1:0] dnxt,
  output     [DW-1:0] qout,
  input               clk,
  input               rst_n
);
reg [DW-1:0] qout_r;
always @(posedge clk or negedge rst_n)
begin : DFFR_PROC
  if (rst_n == 1'b0)
    qout_r <= {DW{1'b0}};
  else                  
    qout_r <= dnxt;
end
assign qout = qout_r;
endmodule
module sirv_gnrl_ltch # (
  parameter DW = 32
) (
  input               lden, 
  input      [DW-1:0] dnxt,
  output     [DW-1:0] qout
);
reg [DW-1:0] qout_r;
always @ (*) 
begin : LTCH_PROC
  if (lden == 1'b1)
    qout_r <= dnxt;
end
assign qout = qout_r;
endmodule
module timer # (
  parameter WIDTH = 16
) (
  input [WIDTH-1:0] set,
  input       load,
  output      irq,
  input clk,
  input rst_n
);
wire [WIDTH:0] cnt;
wire [WIDTH:0] cnt_next;
wire [WIDTH:0] cnt_next_or_load;
wire sign = cnt[WIDTH];
assign irq = cnt == 17'd0;
wire [WIDTH:0] set_ext;
assign set_ext = {1'b0, set};
assign cnt_next =
    ({(WIDTH+1){~sign}} & (cnt - 17'd1))
  | ({(WIDTH+1){ sign}} & 17'h1ffff);
assign cnt_next_or_load =
    ({(WIDTH+1){ load}} & set_ext)
  | ({(WIDTH+1){~load}} & cnt_next);
dffrs #(WIDTH+1) timer_dff (
  .dnxt(cnt_next_or_load),
  .qout(cnt),
  .clk(clk),
  .rst_n(rst_n)
);
endmodule
```
`flow/run.sh`:
```
#!/bin/bash
# OpenROAD 26Q1-2900-gdf79404cd8, Yosys 0.63+post, stock flow scripts
make -C /OpenROAD-flow-scripts/flow DESIGN_CONFIG=/design/flow/config.mk WORK_HOME=/design/flow/orfs finish
```
==> qor.yml <==
outcome: "completed"
synthDominantCellAreaShare: 0.460
drv_cap: 0
global_route_wire_length_before_repair_um: 3950
critical_path.slowest_cell: "or4_4"
post_synth_top_area_cell: "dfstp_2"
worst_hold_path_class: "register to register"
post_cts_resized: 0
io-pin-count: 20
finalHoldViolations: 0
areaGrowthSynthToFinish_pct: 37.4
period_minus_slack_ps: 3860
numSynthFlops: 17
clock_latency_ps: 250
netlist.top_cell.by_instances: "dfstp_2"
gpl.final_weighted_congestion: 0.761
yosys-top-cells-count: "dfstp_2, a21oi_1, nor2b_1"
top_cells_by_area: "dfstp_2, nor2b_1, xor2_1, a21oi_1, a32oi_1"
rsz_0062_raised_after_global_routing: "false"
clk_pin_slew_ps: 60
detailed_route_vias_per_instance: 3.40
start_kind: "register"
ctsHtreeMaxLevel: 1
largest_reg_flops: 17
critPathArrivalTime_ps: 2420
die_area_sq_mm: 0.0123
path_class: "register to output pin"
grt_remaining_overflow: 0
syn_avg_cell_area_sq_um: 10.3
placement.cell_area_sq_mm: 0.00129
final.period_utilization: 0.536
cts-root-to-sink-buffers: 2
vdd_ir_drop_max_uv: 59.4
netlist_area_sq_um: 971
fmax_ghz: 0.259
netlist_instances: 94
dp.final_hpwl_um: 1850
antenna_cells_inserted: 0
stage_log_warnings: 25
cp_max_fo: 5
post_cts.repair.setup_buffers: 0
clock_sink_count: 17
largest_registers: "timer_dff.qout_r (17)"
warnings_synthesis: 1
grt_antenna_before_repair: 0
skew_ps: 1.90
setup-tns-final_ps: 0
fp-utilization: 0.119
io_buffer_count: 19
cellLeakagePower_nw: 0.439
num_rows: 33
layout-drive-gt1-share: 0.261
postCtsHoldBufs: 0
clock_tree.root_cell: "clkbuf_8"
worst_slew_slack_as_a_fraction_of_its_limit: 0.492
critical_path.max_stage_delay_ps: 510
drt_iter0_markers: 61
final_design_area_excluding_fillers_sq_mm: 0.00133
synth-area-yosys_sq_um: 971
first_global_vias: 791
route.detailed.wl_per_inst_um: 10.8
max_flop_register: "timer_dff.qout_r"
cp_data_required_time_ps: 5760
yosysSeqAreaShare: 0.460
final_max_slew_viol_count: 0
routed-via-count: 748
cellPowerDensity_mw_per_mm2: 174
die_h_um: 111
yosys-stat-cells: 94
crit_chain: "inv_1, ha_1, nor3b_4, nand2_2, or4_4, nor2_1, clkdlybuf4s50_1"
router_iterations_before_antenna_repair: 4
async_flop_share: 1.00
drtAntennaViolNets: 0
worst_pin_slew_ps: 760
cts_made_buffers: 3
netlist-cell-type-count: 31
fp.coreArea_sq_mm: 0.00813
setup.worst_path.end_class: "output pin"
tritoncts: "yes"
count_of_library_flops_with_an_enable_pin: 0
fp.dieW_um: 111
dominant_register_cell: "dfstp_2"
finalSetupViolCount: 0
largest_net_degree_at_the_start_of_global_routing: 20
wirelength_um: 2390
grt_util_all_layers: 0.0381
drc: 0
metal layers:
metal,wire length (um),GRT usage
met4,20,0.00608
met3,98,0.0109
met1,1030,0.0475
met2,1240,0.0645
met5,0,0
per-stage QoR:
stage / power [mW] / hold slack (ps) / setup slack [ps] / instances / util
2_1_floorplan: 0.145 / 480 / 4250 / 94 / -
3_3_place_gp: 0.164 / 519 / 3620 / 216 / 0.158
3_5_place_dp: 0.164 / 519 / 3600 / 216 / 0.158
4_1_cts: 0.237 / 532 / 3310 / 220 / 0.164
5_1_grt: 0.245 / 569 / 3170 / 220 / 0.164
6_report: 0.231 / 531 / 3340 / 220 / 0.164
final cells by class:
cell class                 instances  area, sq um
fill                             898         6800
clock buffer                       4         45.0
inverter                           7         26.3
sequential                        17          447
tap                              105          131
multi-input combinational         67          487
timing repair buffer              20          198
report_power, final:
group | switching (mW) | internal (mW) | total (mW)
Sequential | 0.0118 | 0.112 | 0.124
Clock | 0.0301 | 0.0392 | 0.0693
Combinational | 0.0159 | 0.0219 | 0.0378
critical path: cells and delay by family (launching register included):
family,cells,cell delay (ps)
fa+ha+maj,1,180
flops,1,380
buf+inv,2,550
simple gates,4,1050
cells in the final DEF, fill, tap and decap left out, types with 2 or more instances in the layout:
cell type | synthesis | layout
a32oi_1 | 4 | 4
nor2b_1 | 10 | 10
nand3_1 | 3 | 3
a21oi_1 | 10 | 10
nand2_1 | 2 | 2
o31ai_1 | 2 | 2
xnor2_1 | 2 | 2
nor2_1 | 5 | 5
or4_4 | 2 | 2
o21ai_0 | 2 | 2
inv_1 | 7 | 7
xor2_1 | 7 | 7
clkbuf_8 | 0 | 3
clkdlybuf4s50_1 | 0 | 19
dfstp_2 | 17 | 17
nand3b_1 | 2 | 2
final timing paths:
kind | endpoint | from | cells past startpoint | slack [ps]
worst max-delay path | irq | timer_dff.qout_r[0] | 7 | 3340
max in group asynchronous | timer_dff.qout_r[9] | rst_n | 1 | 5140
worst min register to register | timer_dff.qout_r[15] | timer_dff.qout_r[15] | 2 | 530
min in group asynchronous | timer_dff.qout_r[1] | rst_n | 1 | 2030
worst min-delay path | timer_dff.qout_r[15] | timer_dff.qout_r[15] | 2 | 530
worst max register to register | timer_dff.qout_r[16] | timer_dff.qout_r[0] | 6 | 5390
cells by family after synthesis:
kind of cell	count (synthesis)	share of synthesized area
buf+inv	10	0.0387
fa+ha+maj	1	0.0129
flops	17	0.460
xor+xnor	9	0.0812
mux	1	0.0116
simple gates	35	0.255
compound gates	21	0.140
Power and IR drop assume default switching activity.
